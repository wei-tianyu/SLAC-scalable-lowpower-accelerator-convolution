<file path="./config.mk">
export PLATFORM = sky130hd
export DESIGN_NAME = rlc_dec
export DESIGN_NICKNAME = rlc_dec
export VERILOG_FILES = /design/flow/design.v
export SDC_FILE = /design/flow/constraint.sdc
export NUM_CORES = 4
export LEC_CHECK = 1
export CORE_UTILIZATION = 40
</file>
<file path="./constraint.sdc">
current_design rlc_dec

set clk_period 156.9
set clk_io_pct 0.2

create_clock -name clk0 -period $clk_period [get_ports {clk}]

set non_clock_inputs [all_inputs -no_clocks]
set_input_delay [expr $clk_period * $clk_io_pct] -clock clk0 $non_clock_inputs
set_output_delay [expr $clk_period * $clk_io_pct] -clock clk0 [all_outputs]
</file>
<file path="./design.v">
module rlc_dec(
	input 			clk,
	input			rst_n,
	input			dec_bypass_en,
	input			dec_bypass_last,
	input 			core_ready,
	input 			dram_valid,
	input 	[63:0]	dram_data,
	output 			dec_valid,
	output 			dec_last,
	output 			dec_ready,
	output	[63:0]	dec_data
);
	wire [4:0] 	run_0;
	wire [4:0] 	run_1;
	wire [4:0] 	run_2;
	wire [15:0] level_0;
	wire [15:0] level_1;
	wire [15:0] level_2;
	wire 		term;
	reg [4:0] 	run_0_reg;
	reg [4:0] 	run_1_reg;
	reg [4:0] 	run_2_reg;
	reg [15:0] 	level_0_reg;
	reg [15:0] 	level_1_reg;
	reg [15:0] 	level_2_reg;
	reg 		term_reg;
	reg			data_ready;
	wire [1583:0]	dec_data_tmp_0;
	wire [1583:0]	dec_data_tmp_1;
	wire [1583:0]	dec_data_tmp_2;
	wire [1583:0]	dec_data_tmp_3;
	wire [1631:0]	dec_data_buf;
	wire tx_en;
	wire tx_done;
	reg [10:0] tx_ptr;
	reg [47:0] 	remainder_val;
	reg [1:0]	remainder_cnt;
	wire hold;
	reg hold_d0;
	wire hold_posedge;
	reg [6:0] curr_data_cnt;
	assign run_0 	= dram_data[63:59];
	assign run_1 	= dram_data[42:38];
	assign run_2 	= dram_data[21:17];
	assign level_0 	= dram_data[58:43];
	assign level_1 	= dram_data[37:22];
	assign level_2 	= dram_data[16:1];
	assign term 	= dram_data[0];
	always@(posedge clk or negedge rst_n) begin
		if(~rst_n) begin
			run_0_reg 		<=  5'b0;
			run_1_reg 		<=  5'b0;
			run_2_reg 		<=  5'b0;
			level_0_reg 	<=  16'b0;
			level_1_reg 	<=  16'b0;
			level_2_reg 	<=  16'b0;
			term_reg 		<=  1'b0;
			data_ready		<=	1'b0;
		end
		else if(dram_valid & dec_ready) begin
			run_0_reg 		<= run_0 	 ;
			run_1_reg 		<= run_1 	 ;
			run_2_reg 		<= run_2 	 ;
			level_0_reg 	<= level_0 	 ;
			level_1_reg 	<= level_1 	 ;
			level_2_reg 	<= level_2 	 ;
			term_reg		<= term 	 ;
			data_ready		<= 1'b1;
		end
		else if(tx_done | run_0_reg+run_1_reg+run_2_reg==0) begin
			run_0_reg 		<=  5'b0;
			run_1_reg 		<=  5'b0;
			run_2_reg 		<=  5'b0;
			level_0_reg 	<=  16'b0;
			level_1_reg 	<=  16'b0;
			level_2_reg 	<=  16'b0;
			term_reg		<=  1'b0;
			data_ready		<=	1'b0;
		end
	end
	always@(posedge clk or negedge rst_n) begin
		if(~rst_n) begin
			remainder_val <= 48'b0;
			remainder_cnt <= 2'b0;
		end
		else if(tx_done | ((curr_data_cnt<4) & data_ready)) begin
			if(curr_data_cnt%4) begin
				if(curr_data_cnt>=4)
					remainder_val <= dec_data_buf[(tx_ptr+1)*64+:48];
				else
					remainder_val <= {level_2_reg,level_1_reg,level_0_reg};
				remainder_cnt <= curr_data_cnt%4;
			end
			else begin
				remainder_val <= 48'b0;
				remainder_cnt <= 2'b0;
			end
		end
	end
	assign hold = 	(data_ready & (curr_data_cnt%4 != 0) & (curr_data_cnt > 4)) |
					(data_ready & (tx_ptr < (curr_data_cnt/4)-1) & (curr_data_cnt > 4));
	always@(posedge clk or negedge rst_n) begin
		if(~rst_n)
			hold_d0 <= 1'b0;
		else
			hold_d0 <= hold;
	end
	assign hold_posedge = hold & ~hold_d0;
	genvar i;
	generate
		for(i=0;i<99;i=i+1) begin
			assign dec_data_tmp_0[i*16+:16] = (i==run_0_reg) ? level_0_reg : 16'b0;
			assign dec_data_tmp_1[i*16+:16] = (i==run_0_reg+run_1_reg+1) ? level_1_reg : 16'b0;
			assign dec_data_tmp_2[i*16+:16] = (i==run_0_reg+run_1_reg+run_2_reg+2) ? level_2_reg : 16'b0;
		end
	endgenerate
	assign dec_data_tmp_3 = dec_data_tmp_2 | dec_data_tmp_1 | dec_data_tmp_0;
	always@(posedge clk or negedge rst_n) begin
		if(~rst_n) 
			tx_ptr <= 0;
		else if(tx_done)
			tx_ptr <= 11'b0;	
		else if(tx_en)
			tx_ptr <= tx_ptr + 1'b1;
	end
	always@(*) begin
		if(~term_reg)
			curr_data_cnt = run_0_reg+run_1_reg+run_2_reg+3+remainder_cnt;
		else begin
			if(level_0_reg==0 & run_1_reg==0 & level_1_reg==0 & run_2_reg==0 & level_2_reg==0) begin
				if(run_0_reg!=31)
					curr_data_cnt = run_0_reg+remainder_cnt;
				else begin
					if((run_0_reg+1+remainder_cnt)%4 == 0)	 
						curr_data_cnt = run_0_reg+1+remainder_cnt;
					else
						curr_data_cnt = run_0_reg+remainder_cnt;
				end		
			end
			else if(level_1_reg==0 & run_2_reg==0 & level_2_reg==0) begin
				if(run_1_reg!=31)
					curr_data_cnt = run_0_reg+1+run_1_reg+remainder_cnt;
				else begin
					if((run_0_reg+1+run_1_reg+1+remainder_cnt)%4 == 0)	 
						curr_data_cnt = run_0_reg+1+run_1_reg+1+remainder_cnt;
					else
						curr_data_cnt = run_0_reg+1+run_1_reg+remainder_cnt;
				end		
			end
			else if(level_2_reg==0) begin
				if(run_2_reg!=31)
					curr_data_cnt = run_0_reg+1+run_1_reg+1+run_2_reg+remainder_cnt;
				else begin
					if((run_0_reg+1+run_1_reg+1+run_2_reg+1+remainder_cnt)%4 == 0)	 
						curr_data_cnt = run_0_reg+1+run_1_reg+1+run_2_reg+1+remainder_cnt;
					else
						curr_data_cnt = run_0_reg+1+run_1_reg+1+run_2_reg+remainder_cnt;
				end		
			end
			else
				curr_data_cnt = run_0_reg+run_1_reg+run_2_reg+3+remainder_cnt;
		end
	end
	assign dec_valid = dec_bypass_en ? dram_valid : tx_en; 
	assign dec_ready = dec_bypass_en ? core_ready : (core_ready ? (~data_ready | tx_done | ~hold) : ~((tx_ptr < (curr_data_cnt/4)) & data_ready));
	assign tx_en = (tx_ptr < (curr_data_cnt/4)) & core_ready & data_ready;
	assign tx_done = (tx_ptr == curr_data_cnt/4-1) & tx_en;
	assign dec_last = dec_bypass_en ? dec_bypass_last : term_reg & tx_done;
	assign dec_data = dec_bypass_en ? dram_data : dec_data_buf[tx_ptr*64+:64];
	assign dec_data_buf = 	remainder_cnt == 2'd3 ? {dec_data_tmp_3,remainder_val} 			:
							remainder_cnt == 2'd2 ? {dec_data_tmp_3,remainder_val[31:0]} 	:
							remainder_cnt == 2'd1 ? {dec_data_tmp_3,remainder_val[15:0]} 	:
							dec_data_tmp_3;
endmodule
</file>
<file path="./run.sh">
#!/bin/bash
# OpenROAD 26Q1-2900-gdf79404cd8, Yosys 0.63+post, stock flow scripts
make -C /OpenROAD-flow-scripts/flow DESIGN_CONFIG=/design/flow/config.mk WORK_HOME=/design/flow/orfs finish
</file>
==> run summary <==
Here are the numbers from the latest Yosys + OpenROAD run.

The flow did not finish. The flow halted during global routing. The first error in the log reads "[ERROR GRT-0116] Global routing finished with congestion. Check the congestion regions in the DRC Viewer". The first-pass GRT wire length is 1930 mm.

The floorplan report gives the top-level pin count as 137. The cell chosen for the clock root is sky130_fd_sc_hd__clkbuf_16. The tree built by TritonCTS fans out to 126 sinks.

After synthesis, the mean cell area works out to 6.15 µm². The number of rows in the core area is 174. The width of the chip came out at 479 µm. The number of cells reported by Yosys stat comes to 14803. The via count of the first global-routing pass came out at 183493. The level count of the clock H-tree is 4.

Counting the buffers created by CTS gives 17. The area recorded from the Yosys report for this design is 91100 µm². The Yosys warning count is 1. The final global-route overflow total is 47661. The number of distinct library cells after synthesis is 119. Once the floorplan was initialized, standard cells occupied 40.4% of the core. The gate count of the mapped netlist is 14803. For this run, the leading register cell type out of synthesis is sky130_fd_sc_hd__dfrtp_1.

Entering global routing, the biggest net connects 121 pins. The number of enable-type register cells in the synthesized netlist is 0. The placer congestion estimate is 1.81. The quantity of I/O buffers inserted on ports is 136. The placed instance count is 17799.

Global routing consumed, over all layers together, 125% of the routing resources. Looking at the clock tree report, the maximum root-to-sink buffer count equals 2. The async set or reset register ratio after synthesis came out at 100%.

According to the floorplan report, the die height is 479 µm. The total of hold buffers inserted after clock tree synthesis is 0. The post-CTS setup buffer count is 0. The cell area after synthesis came out at 91100 µm².

Per Yosys stat, the portion of area used by sequential elements is 3.46%. The half-perimeter wire length after placement is 1070 mm. The total of cells resized after clock tree synthesis is 0. The count of state elements after synthesis came out at 126.
==> Yosys cell counts, types with 347 or more instances <==
| cell | instances | area, µm² |
|---|---|---|
| sky130_fd_sc_hd__a21oi_1 | 1077 | 5390 |
| sky130_fd_sc_hd__o21ai_0 | 1249 | 6250 |
| sky130_fd_sc_hd__a31oi_1 | 423 | 2650 |
| sky130_fd_sc_hd__nand3_1 | 438 | 2190 |
| sky130_fd_sc_hd__a22oi_1 | 347 | 2610 |
| sky130_fd_sc_hd__clkbuf_1 | 1454 | 5460 |
| sky130_fd_sc_hd__nand2_1 | 1845 | 6930 |
| sky130_fd_sc_hd__nor3_1 | 430 | 2150 |
| sky130_fd_sc_hd__mux2i_1 | 427 | 4270 |
| sky130_fd_sc_hd__nor2_1 | 1392 | 5230 |
| sky130_fd_sc_hd__a211oi_1 | 383 | 2880 |
| sky130_fd_sc_hd__o22ai_1 | 528 | 3300 |
==> cells by family after synthesis <==
group,synth area share [%]
flops,3.46
xor+xnor,0.493
mux,8.21
buf+inv,8.58
simple gates,23.7
fa+ha+maj,1.08
compound gates,54.5
==> stage by stage <==
step	total power [W]	utilization (%)	hold slack (ps)	area (µm²)	setup slack, ps
floorplan	0.00257	-	457	91100	92710
global placement	0.00675	46.4	403	105000	90310
CTS	0.00679	46.6	433	105000	90230
detailed placement	0.00672	46.4	406	105000	90270
==> layer usage <==
metal / global-route usage, % / GRT overflow
met1: 116 / 10011
met5: 101 / 675
met3: 108 / 5402
met2: 156 / 26836
met4: 117 / 4737
Power figures rest on the tool's default switching activity, not on a simulated workload.
