==> /design/flow/config.mk <==
export PLATFORM = sky130hd
export DESIGN_NAME = SPad
export DESIGN_NICKNAME = SPad
export VERILOG_FILES = /design/flow/design.v
export SDC_FILE = /design/flow/constraint.sdc
export NUM_CORES = 4
export LEC_CHECK = 1
export CORE_UTILIZATION = 40
==> /design/flow/constraint.sdc <==
current_design SPad

set clk_period 568.7
set clk_io_pct 0.2

create_clock -name clk0 -period $clk_period [get_ports {clk}]

set non_clock_inputs [all_inputs -no_clocks]
set_input_delay [expr $clk_period * $clk_io_pct] -clock clk0 $non_clock_inputs
set_output_delay [expr $clk_period * $clk_io_pct] -clock clk0 [all_outputs]
==> /design/flow/design.v <==
`timescale 1ns / 1ps
module SPad #( 
	parameter DATA_WIDTH = 16,
	parameter ADDR_BITWIDTH = 9
) (
	input  logic clk,
	input  logic reset,
	input  logic i_ren,
	input  logic i_wen,
	input  logic [ADDR_BITWIDTH-1 : 0] i_raddr,
	input  logic [ADDR_BITWIDTH-1 : 0] i_waddr,
	input  logic [DATA_WIDTH-1 : 0] i_wdata,
	output logic [DATA_WIDTH-1 : 0] o_rdata
);
	logic [0 : (1 << ADDR_BITWIDTH) - 1][DATA_WIDTH-1 : 0] r_mem; 
	logic [DATA_WIDTH-1 : 0] r_data;
	always@(posedge clk)
	begin : READ
		if(reset)
			r_data <= 0;
		else
		begin
			if(i_ren) begin
				r_data <= r_mem[i_raddr];
			end else begin
				r_data <= 0;
			end
		end
	end
	assign o_rdata = r_data;
	always@(posedge clk)
	begin : WRITE
		if(i_wen && !reset) begin
			r_mem[i_waddr] <= i_wdata;
		end
	end
endmodule
==> /design/flow/run.sh <==
#!/bin/bash
# OpenROAD 26Q1-2900-gdf79404cd8, Yosys 0.63+post, stock flow scripts
make -C /OpenROAD-flow-scripts/flow DESIGN_CONFIG=/design/flow/config.mk WORK_HOME=/design/flow/orfs finish
==> metrics.cfg <==
[status]
status=completed

[floorplan]
die_x_microns=1020
chip_area_sq_mm=1.04
chipHeight_microns=1020
fp_util=0.402
ioPinCount=54
core.rowCount=373
coreArea_sq_mm=1.03

[finish]
syn_to_final_growth_pct=11.1
nFillCells=87666
drive_above_1_share=0.506
final_util=0.446
stdcell_count=38872
design_area_sq_mm=0.460

[job]
drv_cap=0
warning_count=122

[logic_synthesis]
edf_count=8192
yosysWarnings=1
synthTopCellsByCount=edfxtp_1 (8192), mux2_2 (8164), mux4_2 (1707)
yosys_area_sq_mm=0.414
synth_cells=24352
synthDistinctLibCells=73
netlist.area_leader.share=0.594
yosys_most_used_dff=edfxtp_1
yosys-top-cells-area=edfxtp_1 (59%), mux2_2 (22%), mux4_2 (9.3%)
synth_top_cell_by_area=edfxtp_1
ys_ff=8208
ys_cells=24352
ys_seq_frac=0.594
top_cell=edfxtp_1
syn_area_sq_mm=0.414
async_flop_share=0
syn-mean-instance-area_sq_um=17.0

[setup_path]
startpoint_type=primary input
crit_chain=buf_16 > buf_4 > buf_4 > buf_4 > buf_4 > buf_4 > buf_4 > buf_4 > buf_4 > buf_4 > buf_4 > mux4_2 > mux4_2 > o22ai_1 > buf_4 > or3_1 > o221ai_1
worstPathArrival_ps=122090
path_class=primary input to register
cp.required_ps=569730
cp_slowest_cell=buf_4
critical_path.max_fanout=60
critical-path-max-stage-delay_ps=620
path_common_cell=buf_4
endpoint_kind=register

[clocking]
cts_setup_buffers=0
hold_buffers=0
cts_max_level=6
tritoncts=built
cts_buffers=885
clk_pin_slew_ps=60
cts_sinks=8208
ctsResizeCount=0
cts-root-buf=clkbuf_16
clk_path_buf_depth=5
clk_latency_ps=1250

[place]
dpl-instance-area_sq_mm=0.433
dp_hpwl_microns=786000
dp.cells=37127
port_buffers=53
routabilityCongestion=0.924

[sta]
final-hold-violation-count=0
finalCritPeriodShare=0.213
final.setup.tns_ps=0
rsz0062_at_grt=no
setup_viol=0
whs_ps=562
clock.fmax_mhz=8.26
finalCriticalPeriod_ps=121060
drv_slew=0
relSlewSlack=0.00355
tightest_slew_ps=1480
finClkSkew_ps=123

[detailed_routing]
drc_errors=0
num_vias=231929
drtPass1Iterations=6
ant_nets=0
via_per_inst=5.97
wire_per_inst_microns=31.9
drt_iter0_drc=15013
routed_wl_microns=1240000

[hold_path]
hp-class=register to register

[pwr]
clock_power_share=0.403
leakagePower_nw=150
p_sw_w=0.000328
combPwrFrac=0.084
peakVddDrop_v=0.00000297
power.density_mw_per_mm2=2.97
sequentialPowerShare=0.513
internal_power_w=0.00104
swShare=0.240

[grt]
overflow=0
antenna_found_initial=61
grt.total_usage=0.256
grt_pass1_vias=242589
grt_max_degree=134
grt_pass1_wl_microns=1780000

[power by group through the flow]
stage     sequential [W]  clock, W  combinational, W
4_1_cts         0.000702  0.000563          0.000115
6_report        0.000702  0.000551          0.000115
5_1_grt         0.000705  0.000584          0.000121
[path summary, 6_finish.rpt]
| kind | start | to | slack [ps] | cells past startpoint |
|---|---|---|---|---|
| worst min register to register | r_mem[7529] | r_mem[7529] | 560 | 1 |
| worst max register to register | r_mem[5658] | r_data[10] | 565060 | 9 |
| worst max-delay path | i_raddr[0] | r_data[9] | 447640 | 17 |
| worst min-delay path | r_mem[7529] | r_mem[7529] | 560 | 1 |
[cells in the final DEF, fill, tap and decap left out, types with 16 or more instances in the layout]
cell             netlist  final
o21ai_0               88     86
o221ai_1             207    207
a211oi_1              56     50
nor2_1               565    484
nor2_2               121    197
diode_2                0    134
mux2_1               130    130
a211o_1               20     20
clkdlybuf4s50_1        0     29
a22o_1                78     78
mux2_2              8164   8164
clkinv_1               0    246
buf_12                 0     35
mux4_2              1707   1707
clkinv_2               0    126
a21oi_1              144    143
a22oi_1              260    260
clkinv_16              0     19
mux2i_1              834    834
nor3_1               144    133
dfxtp_1               16     16
clkbuf_1            1264    252
nand2_1              523    517
bufinv_16              0     34
o211ai_1              30     30
or3_1                 33     31
buf_8                  0     20
edfxtp_1            8192   8192
o22ai_1              260    259
nand3_1               52     48
nand4_1               36     36
o32a_1                26     26
nand2_2               14     19
clkbuf_16              0    898
a221oi_1              42     42
o32ai_1               37     36
buf_4                185   1310
[sequential cells by signal, summed over array words and instances (netlist names)]
register / cells
r_mem: 8192
r_data: 16
[layer usage]
layer	vias to the layer above	global-route usage	part of all wire
met5	-	0.00689	0.00083
met3	1951	0.161	0.15
met1	121369	0.333	0.36
met2	9790	0.364	0.45
li1	98759	-	-
met4	60	0.0913	0.047
[cell families (layout without fill, tap and decap cells)]
family | Yosys count | in the layout | share of synthesized area
multiplexers | 10836 | 10836 | 0.338
other | 0 | 134 | 0
flip-flops | 8208 | 8208 | 0.594
AND-OR/OR-AND | 1350 | 1350 | 0.0238
AND/OR/NAND/NOR | 1643 | 1643 | 0.0180
adder cells (fa/ha/maj) | 2 | 2 | 0.0000604
XOR/XNOR | 1 | 1 | 0.0000211
buffers and inverters | 2312 | 3011 | 0.0253
[critical path, delay by kind of cell]
family,cells,cell delay (ps)
muxes,2,1020
AOI/OAI and AO/OA,2,600
buffers and inverters,12,6260
and+or+nand+nor,1,110
[metrics by stage]
step | worst slack [ps] | power (W)
final | 447640 | 0.00137
after global routing | 447000 | 0.00141
after CTS | 447590 | 0.00138
after detailed placement | 446330 | 0.000829
after global placement | 446350 | 0.000827
after floorplan | 75880 | 0.00114
[area by class of cell]
cell class	instances	area [sq um]	area share
diodes	134	335	0.000728
clock buffers	1155	23500	0.0510
clock inverters	456	3530	0.00768
inverters	3	23.8	0.0000516
multi-input cells	13832	158000	0.344
flip-flops and latches	8208	246000	0.535
well taps	13687	17100	0.0372
repair buffers	1397	11200	0.0243
No activity file was given, so power comes from the tool's default toggle rates.
